## config.mk

```make
export PLATFORM = sky130hd
export DESIGN_NAME = alu
export DESIGN_NICKNAME = alu
export VERILOG_FILES = /design/flow/design.v
export SDC_FILE = /design/flow/constraint.sdc
export NUM_CORES = 4
export LEC_CHECK = 1
export CORE_UTILIZATION = 40
```

## constraint.sdc

```tcl
current_design alu

set clk_period 9.7
set clk_io_pct 0.2

create_clock -name clk0 -period $clk_period

set non_clock_inputs [all_inputs -no_clocks]
set_input_delay [expr $clk_period * $clk_io_pct] -clock clk0 $non_clock_inputs
set_output_delay [expr $clk_period * $clk_io_pct] -clock clk0 [all_outputs]
```

## design.v

```verilog
`timescale 1ns/1ns
module alu (
	input 	      arith_1op_pi,
	input 	      arith_2op_pi,
	input [2:0]   alu_func_pi,
	input 	      addi_pi,
	input 	      subi_pi,
	input 	      load_or_store_pi,
	input [15:0]  reg1_data_pi,  
	input [15:0]  reg2_data_pi,  
	input [5:0]   immediate_pi,  
	input 	      stc_cmd_pi,  
	input 	      stb_cmd_pi,  
	input 	      carry_in_pi,  
	input 	      borrow_in_pi,  
	output [15:0] alu_result_po, 
	output 	      carry_out_po,  
	output 	      borrow_out_po  
);
	reg[15:0] reg_alu_result_po = 16'd0;
	reg reg_carry_out_po = 1'b0;
	reg reg_borrow_out_po = 1'b0;
	always @(*) begin
    reg_alu_result_po = 16'd0;
		reg_carry_out_po = carry_in_pi;  
		reg_borrow_out_po = borrow_in_pi;
		if (arith_2op_pi) begin
			case (alu_func_pi)  
				3'b000: begin
					{reg_carry_out_po, reg_alu_result_po} = reg1_data_pi + reg2_data_pi;  
				end
				3'b001: begin
					{reg_carry_out_po, reg_alu_result_po} = reg1_data_pi + reg2_data_pi + carry_in_pi;  
				end
				3'b010: begin
					{reg_borrow_out_po, reg_alu_result_po} = reg1_data_pi - reg2_data_pi;  
				end
				3'b011: begin
					{reg_borrow_out_po, reg_alu_result_po} = reg1_data_pi - reg2_data_pi - borrow_in_pi;  
				end
				3'b100: begin
					reg_alu_result_po = reg1_data_pi & reg2_data_pi;
				end
				3'b101: begin
					reg_alu_result_po = reg1_data_pi | reg2_data_pi;
				end
				3'b110: begin
					reg_alu_result_po = reg1_data_pi ^ reg2_data_pi;
				end
				3'b111 : begin
					reg_alu_result_po = reg1_data_pi ~^ reg2_data_pi;
				end
				default: reg_alu_result_po = 16'b0;  
			endcase
		end 
		else if (arith_1op_pi) begin
			case (alu_func_pi) 
				3'b000: reg_alu_result_po = ~reg1_data_pi;
				3'b001: reg_alu_result_po = reg1_data_pi << 1;
				3'b010: reg_alu_result_po = reg1_data_pi >> 1;
				3'b011: reg_alu_result_po = reg1_data_pi;
				default: reg_alu_result_po = 16'b0;  
			endcase
		end
		else if (addi_pi) begin
			{reg_carry_out_po, reg_alu_result_po} = reg1_data_pi + immediate_pi;
		end
		else if (subi_pi) begin
			{reg_borrow_out_po, reg_alu_result_po} = reg1_data_pi - immediate_pi;
		end
		else if (load_or_store_pi) begin
			reg_alu_result_po = reg1_data_pi + immediate_pi;
		end 
		else reg_alu_result_po = 16'b0;
	end
	assign alu_result_po = reg_alu_result_po;
	assign carry_out_po = stc_cmd_pi | reg_carry_out_po;  
	assign borrow_out_po = stb_cmd_pi | reg_borrow_out_po;
endmodule  
```

## run.sh

```bash
#!/bin/bash
# OpenROAD 26Q1-2900-gdf79404cd8, Yosys 0.63+post, stock flow scripts
make -C /OpenROAD-flow-scripts/flow DESIGN_CONFIG=/design/flow/config.mk WORK_HOME=/design/flow/orfs finish
```

==> impl_metrics.toml <==
# flow metrics
[logic_synthesis]
syn_inst = 820
ys_area_mm2 = 0.00537
syn_avg_cell_area_um2 = 6.55
most_common_cell = "nor2_1"
topCellsByArea = "ha_1 15%, xnor2_1 8.3%, a21oi_1 6.4%, nor2_1 5.6%, o21ai_0 4.8%"
synth_area_mm2 = 0.00537
top_area_share_pct = 14.9
synth_stat.cells = 820
yosysWarnings = 1
synth.distinct_cells = 75
synth.cells.most_frequent = "80 x nor2_1, 69 x a21oi_1, 64 x ha_1"
ys_seq_share_pct = 0
yosysTopAreaCell = "ha_1"

[placement]
hpwlAfterDp_mm = 15.4
numPortBuffers = 68
gp_congestion = 0.976

[timing]
worst_pin_slew_ns = 0.912
fin_tns_setup_ns = 0
hold_violations = 0
slew_headroom_pct = 38.6
rsz0062_at_grt = "false"
fin_crit_ns = 8.41
slew_violations = 0
period_used_pct = 86.7
fmax_mhz = 119
setup-violations-final = 0

[global_routing]
grt_pass1_vias = 5584
grt_overflow = 0
track_usage_pct = 28.3
grt_pass1_wl_mm = 31.2
antenna_found_initial = 0
grt_max_degree = 44

[drt]
dr.pass1.iters = 5
wl_per_cell_um = 19.5
diodes = 0
ant_nets = 0
drt_iter0_markers = 623
vias = 6231
wirelength_mm = 19.7
drc = 0
detail_route.vias_per_cell = 6.15

[floorplan]
core_region_area_mm2 = 0.0129
die_w_um = 118
fp_util_pct = 41.7
die-area_mm2 = 0.0139
num_rows = 41
io_pins = 68
die_height_um = 118

[job]
maxCapViolCount = 0
warnings = 70

[power]
finalPower_mw = 0.401
vdd_drop_max_mv = 0.0211
switching_share_pct = 58.9
power_frac_comb_pct = 100.0
power_frac_seq_pct = 0
power-per-cell-area_mw_per_mm2 = 65.6
power.share.clock_pct = 0
p_sw_mw = 0.236
p_int_mw = 0.165
leakagePower_nw = 2.44

[final_layout]
layout-drive-gt1-share_pct = 3.57
seq_cell_count = 0
clock_buffers = 0
mi_logic_area_mm2 = 0.00490
fillers = 1302
seqCellArea_um2 = 0
syn2layout_area_growth_pct = 13.8

[run_status]
outcome = "complete, no violations"

[critical_path]
critPathLaunchType = "primary input"
end_kind = "primary output"
crit_type = "in -> out"
path_max_fanout = 17
required_ns = 7.76
worstPathArrival_ns = 6.47

[clocking]
ctsHoldBuffers = 0
post_cts_resized = 0
post_cts.repair.setup_buffers = 0

[min_path]
hold_class = "in -> out"
## power by group through the flow
stage	sequential (mW)	combinational, mW	clock, mW
4_1_cts	0	0.395	0
6_report	0	0.401	0
5_1_grt	0	0.439	0
## layout make-up
class	count	area share [%]
inverters	64	3.93
well taps	172	3.52
repair buffers	79	12.4
multi-input cells	698	80.2
## through the flow
| step | area (um^2) | utilization [%] | instances | worst slack [ns] | hold WS, ns |
|---|---|---|---|---|---|
| 6_report | 6110 | 47.5 | 1013 | 1.29 | 4.87 |
| 5_1_grt | 6110 | 47.5 | 1013 | 1.05 | 4.90 |
| 4_1_cts | 6110 | 47.5 | 1013 | 1.37 | 4.86 |
| 3_5_place_dp | 6110 | 47.5 | 1013 | 1.39 | 4.86 |
| 3_3_place_gp | 6110 | 47.5 | 1013 | 1.44 | 4.87 |
| 2_1_floorplan | 5370 | - | 820 | 3.06 | 3.94 |
## per-layer routing
| layer | routed length (um) | track usage, % |
|---|---|---|
| met1 | 10100 | 45.2 |
| met2 | 8210 | 41.6 |
| met3 | 1240 | 2.62 |
| met4 | 210 | 3.61 |
| met5 | 0 | 0 |
## placed cells by master (no fill, tap or decap), drive strengths merged, types with 20 or more instances in the layout
| cell type | n |
|---|---|
| o22ai | 20 |
| a21oi | 69 |
| inv | 62 |
| nand2 | 61 |
| xnor2 | 53 |
| o21ai | 51 |
| clkdlybuf4s50 | 67 |
| ha | 64 |
| nand3 | 24 |
| xor2 | 21 |
| nor2 | 80 |
## worst paths after layout
path | start | endpoint | slack (ns) | depth (start not counted)
max | reg1_data_pi[6] | carry_out_po | 1.29 | 13
min | stb_cmd_pi | borrow_out_po | 4.87 | 4
## worst max-delay path, cell delays in order
cell             delay [ns]
clkdlybuf4s50_1        0.82
inv_1                  0.20
ha_1                   0.72
or3_1                  0.19
nand4_1                0.09
nor3b_1                0.43
nand4_1                0.27
nor4_2                 0.46
and4_1                 0.29
nand4_1                0.11
xor2_1                 0.18
o211ai_1               0.22
clkdlybuf4s50_1        0.52
## kinds of logic after synthesis
family,count (synthesis),share of synthesized area [%]
simple gates,261,23.9
compound gates,291,37.9
buf+inv,122,8.76
fa+ha+maj,68,16.4
mux,4,0.769
xor+xnor,74,12.3
No activity file was given, so power comes from the tool's default toggle rates.
