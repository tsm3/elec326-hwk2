==> flow/design.v <==
module binary2BCD(input wire [7:0] a, output wire [11:0] BCD);
   wire[11:0] connector1;
   wire[11:0] connector2;
   wire[11:0] connector3;
   wire[11:0] connector4;
   wire[11:0] connector5;
   wire[11:0] last;
   wire[11:0] con22;
   wire[11:0] con32;
   wire[11:0] con42;
   wire[11:0] con52;
   wire[11:0] last2;  
   assign connector1 = {9'b000000000, a[7:5]};
   doubleBCD doubler1(connector1, connector2);
   assign con22 = {connector2[11:1], a[4]};
   doubleBCD doubler2(con22, connector3);
   assign con32 = {connector3[11:1], a[3]};
   doubleBCD doubler3(con32, connector4);
   assign con42 = {connector4[11:1], a[2]};
   doubleBCD doubler4(con42, connector5);
   assign con52 = {connector5[11:1], a[1]};
   doubleBCD doubler5(con52, last);
   assign last2 = {last[11:1], a[0]};
   assign BCD = last2;
  endmodule  
module cAdd3(input wire [3:0] x, output wire [3:0] Y);
    assign Y = (x >= 5) ? x + 2'd3 : x;
endmodule 
module doubleBCD(input wire [11:0] a, output wire [11:0] B);
    wire[3:0] nib1; 
    wire[3:0] nib2; 
    wire[3:0] nib3; 
    wire[11:0] temp;
    cAdd3 adder1(a[11:8], nib1);
    cAdd3 adder2(a[7:4], nib2);
    cAdd3 adder3(a[3:0], nib3);
    assign temp[3:0] = nib3;
    assign temp[7:4] = nib2;
    assign temp[11:8] = nib1;
    assign B = temp << 1;
endmodule 
==> flow/run.sh <==
#!/bin/bash
# OpenROAD 26Q1-2900-gdf79404cd8, Yosys 0.63+post, stock flow scripts
make -C /OpenROAD-flow-scripts/flow DESIGN_CONFIG=/design/flow/config.mk WORK_HOME=/design/flow/orfs finish
==> flow/config.mk <==
export PLATFORM = sky130hd
export DESIGN_NAME = binary2BCD
export DESIGN_NICKNAME = binary2BCD
export VERILOG_FILES = /design/flow/design.v
export SDC_FILE = /design/flow/constraint.sdc
export NUM_CORES = 4
export LEC_CHECK = 1
export CORE_AREA = 10 10 70 70
export DIE_AREA = 0 0 80 80
==> flow/constraint.sdc <==
current_design binary2BCD

set clk_period 7.8
set clk_io_pct 0.2

create_clock -name clk0 -period $clk_period

set non_clock_inputs [all_inputs -no_clocks]
set_input_delay [expr $clk_period * $clk_io_pct] -clock clk0 $non_clock_inputs
set_output_delay [expr $clk_period * $clk_io_pct] -clock clk0 [all_outputs]
==> impl_metrics.csv <==
group,metric,value,unit
status,outcome,"completed",
critical_path,crit_family,"buffers and inverters",
synthesis,ys_cells,166,
critical_path,critPathMaxStageDelay,0.48,ns
critical_path,cp.required,6.24,ns
critical_path,path_cells,"clkdlybuf4s50_1, inv_1, ha_1, o21ai_0, mux2_2, ha_1, nand2b_1, o211a_1, o211a_1, inv_1, ha_2, nand2b_1, buf_4, nor2_1, mux2_4, o31ai_2, nand2_1, or4_1, nand4b_1, clkdlybuf4s50_1",
power_and_ir_drop,power.density,140,nW/um^2
synthesis,syn_area,1200,sq um
finish,lay_top_cells,"clkdlybuf4s50_1 (15), nand2_1 (11), a21oi_1 (10)",
power_and_ir_drop,ir_worst_vdd,97.3,uV
power_and_ir_drop,power,0.000199,W
timing,tightest_slew,0.523,ns
floorplan,rows,21,
timing,timing.fmax,132,MHz
finish,flop-count,0,
synthesis,syn-mean-instance-area,7.23,sq um
critical_path,cp_max_fo,6,
timing,hold_viol,0,
synthesis,ys_area,1200,sq um
placed_design,place_area,1410,sq um
critical_path,path_class,"input port to primary output",
finish,flop_area,0,sq um
floorplan,io_pins,20,
job,maxCapViolations,0,
synthesis,synthCells,166,
critical_path,cp_slowest_cell,"or4_1",
synthesis,synth_warnings,0,
finish,nClkBuffers,0,
routing,drc,0,
synthesis,yosysSeqAreaShare,0,%
placed_design,io_buffer_count,16,
synthesis,netlist.area_leader.share,8.34,%
clock_tree,postCtsHoldBufs,0,
critical_path,cp.arrival,6.00,ns
timing,period_minus_slack,7.56,ns
floorplan,dieArea,6400,sq um
critical_path,start_kind,"input port",
timing,rsz0062_at_grt,"yes",
placed_design,gp_congestion,0.937,
global_routing,grt_usage,9.37,%
global_routing,grt_pass1_wl,5350,microns
timing,whs,3.12,ns
synthesis,synth_area_leader_cell,"ha_1",
critical_path,path_buffers,5,
timing,max_slew_margin,65.1,%
finish,final.fill_count,352,
routing,via_count,1332,
routing,wirelength,3080,microns
timing,finalMaxSlewViolations,0,
timing,finalSetupViolations,0,
routing,drtIter0Drc,124,
routing,first_pass_iters,4,
hold_path,hold_depth,0,
routing,via_per_inst,5.87,
placed_design,hpwl,2460,microns
critical_path,cp.depth,20,
routing,ant_nets,0,
synthesis,synth_cell_types,65,
floorplan,initCoreUtil,35.1,%
routing,diodes,0,
critical_path,worstSetupEndpointType,"primary output",
global_routing,overflow,0,
global_routing,grt_max_degree,13,
hold_path,min_path_type,"input port to primary output",
timing,min_period_over_period,96.9,%
job,log.warning_count,36,
global_routing,first_global_vias,1186,
floorplan,die_w,80,microns
timing,totalNegativeSetupSlack,0,ns
finish,layout-drive-gt1-share,17.1,%
finish,final_common_cell,"clkdlybuf4s50_1",
finish,finalInstanceArea,1430,sq um
finish,post-route-util,41.7,%
routing,post_drt_wl_per_cell,13.6,microns
synthesis,yosys-top-cells-area,"ha_1 (8.3%), a21oi_1 (4.6%), nor3_1 (3.8%)",
power_and_ir_drop,p_leak,0.568,nW
finish,syn2layout_area_growth,18.8,%
floorplan,coreArea,3420,sq um
global_routing,antenna_found_initial,0,
floorplan,dieHeight,80,microns
## cell families after synthesis
logic type,count (synthesis),share of synthesized area (%)
adder cells (fa/ha/maj),9,9.18
buffers and inverters,19,8.24
other,1,0.313
multiplexers,8,7.51
XOR/XNOR,2,1.46
AND-OR/OR-AND,59,39.3
AND/OR/NAND/NOR,68,34.0
## Yosys cell counts (all sizes together), types with 3 or more instances
library cell   n
nand3          8
nor3          10
mux2           5
or3            3
and3           4
ha             8
clkbuf         3
a21oi         11
buf            6
o31ai          5
o211ai         6
o311ai         3
o21ai          9
nor2          11
nand2b         3
nand2         11
or4            3
and2           4
inv           10
mux2i          3
o211a          3
nand4          3
## layout make-up
class                      instances  area, sq um  area share [%]
inverter                          10         37.5            2.63
tap                               46         57.6            4.04
multi-input combinational        148         1110            78.2
timing repair buffer              23          215            15.1
## where the power goes
part           internal (W)  switching (W)  total, W
clock                     0              0         0
sequential                0              0         0
combinational     0.0000992       0.000100  0.000199
total             0.0000992       0.000100  0.000199
## layer usage
metal	share of wire (%)	track usage [%]	vias up
met3	4.3	0.795	0
met5	0	0	-
li1	-	-	686
met2	46	15.1	30
met1	49	13.8	616
met4	0	0.352	0
## per-stage QoR
step | cells | worst slack (ns)
final | 227 | 0.242
after global routing | 227 | -0.126
after CTS | 227 | 0.0918
after detailed placement | 227 | 0.123
after global placement | 227 | 0.198
after floorplan | 167 | 0.805
## final timing paths
kind	from	to
setup / recovery	a[6]	BCD[8]
hold / removal	a[0]	BCD[0]
## timing repair
item / in CTS / in global routing
resized: 0 / 6
setup buffers: 0 / 0
setup endpoints to repair: 0 / 6
Power and IR drop assume default switching activity.
