## design/flow/run.sh

```bash
#!/bin/bash
# OpenROAD 26Q1-2900-gdf79404cd8, Yosys 0.63+post, stock flow scripts
make -C /OpenROAD-flow-scripts/flow DESIGN_CONFIG=/design/flow/config.mk WORK_HOME=/design/flow/orfs finish
```

## design/flow/config.mk

```make
export PLATFORM = sky130hd
export DESIGN_NAME = decoder
export DESIGN_NICKNAME = decoder
export VERILOG_FILES = /design/flow/design.v
export SDC_FILE = /design/flow/constraint.sdc
export NUM_CORES = 4
export LEC_CHECK = 1
export CORE_AREA = 10 10 70 70
export DIE_AREA = 0 0 80 80
```

## design/flow/constraint.sdc

```tcl
current_design decoder

set clk_period 1.5
set clk_io_pct 0.2

create_clock -name clk0 -period $clk_period

set non_clock_inputs [all_inputs -no_clocks]
set_input_delay [expr $clk_period * $clk_io_pct] -clock clk0 $non_clock_inputs
set_output_delay [expr $clk_period * $clk_io_pct] -clock clk0 [all_outputs]
```

## design/flow/design.v

```verilog
`timescale 1ns/1ns
module decoder(
	input [15:0] instruction_pi,
	output [2:0] alu_func_po,
	output [2:0] destination_reg_po,
	output [2:0] source_reg1_po,
	output [2:0] source_reg2_po,
	output  [11:0] immediate_po,
	output arith_2op_po,
	output arith_1op_po, 
	output movi_lower_po,
	output movi_higher_po,
	output addi_po,
	output subi_po,
	output load_po,
	output store_po,
	output branch_eq_po,
	output branch_ge_po,
	output branch_le_po,
	output branch_carry_po,
	output jump_po,
	output stc_cmd_po,
	output stb_cmd_po,
	output halt_cmd_po,
	output rst_cmd_po
);
	wire[3:0] OPCODE = instruction_pi[15:12];  
	reg[2:0] reg_alu_func_po = 3'b000;  
	reg[2:0] reg_destination_reg_po = 3'b000;
	reg[2:0] reg_source_reg1_po = 3'b000;
	reg[2:0] reg_source_reg2_po = 3'b000;
	reg[11:0] reg_immediate_po = 12'b000000000000;
	reg reg_arith_2op_po = 1'b0;
	reg reg_arith_1op_po = 1'b0;
	reg reg_movi_lower_po = 1'b0;
	reg reg_movi_higher_po = 1'b0;
	reg reg_addi_po = 1'b0;
	reg reg_subi_po = 1'b0;
	reg reg_load_po = 1'b0;
	reg reg_store_po = 1'b0;
	reg reg_branch_eq_po = 1'b0;
	reg reg_branch_ge_po = 1'b0;
	reg reg_branch_le_po = 1'b0;
	reg reg_branch_carry_po = 1'b0;
	reg reg_jump_po = 1'b0;
	reg reg_stc_cmd_po = 1'b0;
	reg reg_stb_cmd_po = 1'b0;
	reg reg_halt_cmd_po = 1'b0;
	reg reg_rst_cmd_po = 1'b0;
	always @(*) begin
		reg_alu_func_po = instruction_pi[2:0]; 
		reg_destination_reg_po = instruction_pi[11:9];
		reg_source_reg1_po = instruction_pi[8:6];
		reg_source_reg2_po = instruction_pi[5:3];
		reg_immediate_po = instruction_pi[11:0]; 
		reg_arith_2op_po = OPCODE == 4'b0001;
		reg_arith_1op_po = OPCODE == 4'b0010;
		reg_movi_lower_po = (OPCODE == 4'b0011) & ~instruction_pi[8];
		reg_movi_higher_po = (OPCODE == 4'b0011) & instruction_pi[8];
		reg_addi_po = OPCODE == 4'b0100;
		reg_subi_po = OPCODE == 4'b0101;
		reg_load_po = OPCODE == 4'b0110;
		reg_store_po = OPCODE == 4'b0111;
		reg_branch_eq_po = OPCODE == 4'b1000;
		reg_branch_ge_po = OPCODE == 4'b1001;
		reg_branch_le_po = OPCODE == 4'b1010;
		reg_branch_carry_po = OPCODE == 4'b1011;
		reg_jump_po = OPCODE == 4'b1100;
		reg_stc_cmd_po = (OPCODE == 4'b1111) && (instruction_pi[11:0] == 12'b000000000001);
		reg_stb_cmd_po = (OPCODE == 4'b1111) && (instruction_pi[11:0] == 12'b000000000010);
		reg_rst_cmd_po = (OPCODE == 4'b1111) && (instruction_pi[11:0] == 12'b101010101010);
		reg_halt_cmd_po = (OPCODE == 4'b1111) && (instruction_pi[11:0] == 12'b111111111111);
		if ((OPCODE == 4'b1000) || (OPCODE == 4'b1001) || (OPCODE == 4'b1010) || (OPCODE == 4'b1011)) begin
			reg_source_reg1_po = instruction_pi[11:9];
			reg_source_reg2_po = instruction_pi[8:6];
		end else begin  
			reg_source_reg1_po = instruction_pi[8:6];
			reg_source_reg2_po = instruction_pi[5:3];
		end
	end
	assign alu_func_po = reg_alu_func_po;
	assign destination_reg_po = reg_destination_reg_po;
	assign source_reg1_po = reg_source_reg1_po;
	assign source_reg2_po = reg_source_reg2_po;
	assign immediate_po = reg_immediate_po;
	assign arith_2op_po = reg_arith_2op_po;
	assign arith_1op_po = reg_arith_1op_po;
	assign movi_lower_po = reg_movi_lower_po;
	assign movi_higher_po = reg_movi_higher_po;
	assign addi_po = reg_addi_po;
	assign subi_po = reg_subi_po;
	assign load_po = reg_load_po;
	assign store_po = reg_store_po;
	assign branch_eq_po = reg_branch_eq_po;
	assign branch_ge_po = reg_branch_ge_po;
	assign branch_le_po = reg_branch_le_po;
	assign branch_carry_po = reg_branch_carry_po;
	assign jump_po = reg_jump_po;
	assign stc_cmd_po = reg_stc_cmd_po;
	assign stb_cmd_po = reg_stb_cmd_po;
	assign halt_cmd_po = reg_halt_cmd_po;
	assign rst_cmd_po = reg_rst_cmd_po;
endmodule  
```

==> changes_impl.md <==
## Flow update

- OpenROAD warning count: 34
- Metal3 WL: 282 um
- Post-layout util: 37.0%
- Synthesized area: 407 um2
- Starting DRT DRC Count: 32
- Critical Path Source Type: primary input
- Total grt overflow: 0
- DIE WIDTH: 80 um
- DRC viols: 0
- Multiplexer share: 16.6%
- Post-synthesis cell count: 57
- Slew at the pin closest to its max-slew limit: 0.254 ns
- Main logic family: simple AND/OR/NAND/NOR gates
- Xor and xnor area share after synthesis: 0%
- FMAX: 0.607 GHz
- Via count: 673
- Number of max-cap violations: 0
- FP Core Util: 11.9%
- First-pass DRT Iterations: 4
- Register area: 0 um2
- Met2 Routed Length: 1200 um
- Status: complete, but fails checks
- Clock group share of total power: 0%
- Final Hold Viols: 0
- Max_slew headroom: 82.9%
- Placer congestion estimate: 0.765
- Yosys stat chip area: 407 um2
- Critical path's slowest cell: or4_4
- Max incr delay on CP: 0.55 ns
- Power Density: 231 nW/um2
- Synth Area in Adders: 0%
- Global-route wire length before repair: 3790 um
- Die area: 6400 um2
- Area Growth Syn to Fin: 211%
- Fin crit share: 110%
- Antenna Cells: 0
- Switching pwr: 0.100 mW
- Initial antenna violation count: 0
- GRT Resource Usage Total: 7.25%
- Hpwl dp: 1960 um
- AO/OA Area Share: 0%
- Die Y: 80 um
- VDD IR-drop max: 0.125 mV
- RSZ-0062 raised after global routing: yes
- Max Used Layer: met3
- Hold buffers post-CTS: 0
- Setup crit start: instruction_pi[9]
- Leak: 0.609 nW
- Failing checks: setup timing
- Worst Slack Setup Final: -0.147 ns
- Routed wire length: 2610 um
- Worst Hold Class: in -> out
- Vias in the first global route: 760
- Yosys simple share: 48.9%
- Sequential Power Share: 0%
- M1 wire length: 1120 um
- Synth Seq Share: 0%
- Registers: 0
- Layout cells sized above 1: 67.2%
- CORE AREA: 3420 um2
- CP Class: in -> out
- YS warnings: 1
- Logic pwr share: 100.0%
- P_int: 0.192 mW
- Avg Cell Area, Syn: 7.13 um2
- Worst Path Required: 1.20 ns
- Drt via density: 3.94
- Clock buf count: 0
- Ports: 57
- CP max FO: 2
- Ys cells: 57
- CP cell instances: buf_6, or4_4, nor4_2, buf_2
- Number of port buffers: 57
- Hold slack: 0.932 ns
- Largest net degree at the start of global routing: 7
- Crit. End Element: output pin
- Fin. max-slew vios: 0
- Tmin final: 1.65 ns
- Hold path startpoint: instruction_pi[3]
- Filler instances: 339
- Final setup violation count: 6
- Wirelength per Cell: 15.2 um
- Post-route ant nets: 0
- Netlist cell types: 13
- Row Count: 21
- Switch share: 34.2%
- WP data arrival: 1.35 ns
- Most numerous logic cells after layout: buf_6, buf_4, clkdlybuf4s50_1
worst max-delay path: cells and delay by family:
family,cells,cell delay [ns]
AND/OR/NAND/NOR,2,0.81
buffers and inverters,2,0.23
layout make-up:
class,count,area (um2),area share (%)
multi-input cells,38,434,34.3
well taps,46,57.6,4.55
repair buffers,87,773,61.1
kinds of logic after synthesis:
logic type,Yosys count
and+or+nand+nor,32
muxes,6
buffers and inverters,19
Yosys cell counts:
| master | instances | area (um2) |
|---|---|---|
| or4bb_1 | 1 | 11.3 |
| nor2_1 | 6 | 22.5 |
| nand4_1 | 4 | 25.0 |
| nor3_1 | 5 | 25.0 |
| mux2_2 | 6 | 67.6 |
| nor4b_1 | 1 | 8.76 |
| nand2_1 | 2 | 7.51 |
| or4b_1 | 2 | 20.0 |
| buf_4 | 18 | 135 |
| nand2b_1 | 4 | 25.0 |
| buf_2 | 1 | 5.00 |
| nor4_1 | 5 | 31.3 |
| or4_4 | 2 | 22.5 |
metrics by stage:
step	setup TNS (ns)	cells	instance area, um2	worst slack [ns]	total power, mW
after floorplan	0	57	407	0.184	0.0622
after global placement	-19.10	159	1030	-0.955	0.233
after detailed placement	-19.29	159	1030	-0.975	0.232
after CTS	-0.429	170	1210	-0.143	0.275
after global routing	-0.723	171	1260	-0.202	0.315
final	-0.487	171	1260	-0.147	0.292
power by group through the flow:
stage	Combinational (mW)	Clock, mW	Sequential [mW]
CTS	0.275	0	0
global route	0.315	0	0
finish	0.292	0	0
per-layer routing:
metal / GRT usage (%) / vias up
met5: 0 / -
met4: 0.176 / 0
met3: 2.84 / 0
met2: 11.9 / 38
met1: 9.23 / 304
li1: - / 331
final timing paths:
path | to | slack, ns | cells after the start
worst max-delay path | stc_cmd_po | -0.15 | 4
worst min-delay path | stc_cmd_po | 0.93 | 4
repair_timing:
action                     in CTS  in global routing
setup endpoints to repair      41                 15
buffers inserted               11                  1
gates resized                 141                 26
gates cloned                    0                  0
pin swaps                      17                  5
Power is estimated from default activity; no workload was simulated.
